File: ./config.mk
export PLATFORM = sky130hd
export DESIGN_NAME = stopwatch_01
export DESIGN_NICKNAME = stopwatch_01
export VERILOG_FILES = /design/flow/design.v
export SDC_FILE = /design/flow/constraint.sdc
export NUM_CORES = 4
export LEC_CHECK = 1
export CORE_UTILIZATION = 30
File: ./constraint.sdc
current_design stopwatch_01

set clk_period 9.4
set clk_io_pct 0.2

create_clock -name clk0 -period $clk_period [get_ports {clk}]

set non_clock_inputs [all_inputs -no_clocks]
set_input_delay [expr $clk_period * $clk_io_pct] -clock clk0 $non_clock_inputs
set_output_delay [expr $clk_period * $clk_io_pct] -clock clk0 [all_outputs]
File: ./design.v
module stopwatch_01(clk,key_reset,key_start_pasue,key_display_stop,hex0,hex1,hex2,hex3,hex4,hex5,hex6,hex7,led0,led1,led2,led3);
	input		clk,key_reset,key_start_pasue,key_display_stop;
	output [6:0]	hex0,hex1,hex2,hex3,hex4,hex5,hex6,hex7;
	output	led0,led1,led2,led3;
	reg	led0,led1,led2,led3;
	reg	display_work;
	reg	counter_work;
	parameter	DELAY_TIME=10000000;
	reg	[3:0]	hour_display_high;
	reg	[3:0]	hour_display_low;
	reg	[3:0]	minute_display_high;
	reg	[3:0]	minute_display_low;
	reg	[3:0]	second_display_high;
	reg	[3:0]	second_display_low;
	reg	[3:0]	msecond_display_high;
	reg	[3:0]	msecond_display_low;
	reg	[3:0]	hour_counter_high;
	reg	[3:0]	hour_counter_low;
	reg	[3:0]	minute_counter_high;
	reg	[3:0]	minute_counter_low;
	reg	[3:0]	second_counter_high;
	reg	[3:0]	second_counter_low;
	reg	[3:0]	msecond_counter_high;
	reg	[3:0]	msecond_counter_low;
	reg	start;
	reg	display;
	reg	[31:0]counter;
	reg	cnt;
	reg	reset;
	reg	cnt1;
	reg	cnt2;
	reg	cnt3;
	reg	[31:0]counter1;
	reg	[31:0]counter2;
	reg	[31:0]counter3;
	sevenseg	led_hour_display_high(hour_display_high,hex7);
	sevenseg	led_hour_display_low(hour_display_low,hex6);
	sevenseg	led_minute_display_high(minute_display_high,hex5);
	sevenseg	led_minute_display_low(minute_display_low,hex4);
	sevenseg	led_second_display_high(second_display_high,hex3);
	sevenseg	led_second_display_low(second_display_low,hex2);
	sevenseg	led_msecond_display_high(msecond_display_high,hex1);
	sevenseg	led_msecond_display_low(msecond_display_low,hex0);
	always@(posedge clk)
		begin
			if(counter==500000)
				begin
				counter<=0;
				cnt=1;
			if(key_start_pasue==0)
				begin
					if(counter1==50)
						begin
							start=~start;
							counter1<=0;
							led0=start;
						end
					else
						counter1<=counter1+1;
				end
			if(key_display_stop==0)
				begin
					if(counter3==50)
						begin
							display=~display;
							counter3<=0;
							led2=display;
						end
					else
						counter3<=counter3+1;
				end
			if(key_reset==0)
				begin
					if(counter2==50)
						begin
							reset=~reset;
							counter2<=0;
							led1=reset;
						end
					else
						counter2<=counter2+1;
				end
			if(start==1)
				begin
					msecond_counter_low=msecond_counter_low+1;
					cnt=0;
				end
			if(msecond_counter_low==10)
				begin
					msecond_counter_high=msecond_counter_high+1;
					msecond_counter_low=0;
				end
			if(msecond_counter_high==10)
				begin
					second_counter_low=second_counter_low+1;
					msecond_counter_high=0;
				end
			if(second_counter_low==10)
				begin
					second_counter_high=second_counter_high+1;
					second_counter_low=0;
				end
			if(second_counter_high==6)
				begin
					minute_counter_low=minute_counter_low+1;
					second_counter_high=0;
				end
			if(minute_counter_low==10)
				begin
					minute_counter_high=minute_counter_high+1;
					minute_counter_low=0;
				end
			if(minute_counter_high==6)
				begin
					hour_counter_low=hour_counter_low+1;
					minute_counter_high=0;
				end
			if(hour_counter_low==10)
				begin
					hour_counter_high=hour_counter_high+1;
					hour_counter_low=0;
				end
			if(reset==1)
				begin
				msecond_display_low=0;
				msecond_display_high=0;
				second_display_low=0;
				second_display_high=0;
				minute_display_low=0;
				minute_display_high=0;
				hour_display_low=0;
				hour_display_high=0;
				msecond_counter_low=0;
				msecond_counter_high=0;
				second_counter_low=0;
				second_counter_high=0;
				minute_counter_low=0;
				minute_counter_high=0;
				hour_counter_low=0;
				hour_counter_high=0;
				reset=0;
				end
			if(display==0)
				begin
				msecond_display_low=msecond_counter_low;
				msecond_display_high=msecond_counter_high;
				second_display_low=second_counter_low;
				second_display_high=second_counter_high;
				minute_display_low=minute_counter_low;
				minute_display_high=minute_counter_high;
				hour_display_low=hour_counter_low;
				hour_display_high=hour_counter_high;
				end
			end
			else
				counter<=counter+1;
		end
endmodule
module sevenseg(data,ledsegments);
	input [3:0] data;
	output [6:0]ledsegments;
	reg[6:0] ledsegments;
	always@(*)
		case(data)
			0:ledsegments=7'b100_0000;
			1:ledsegments=7'b111_1001;
			2:ledsegments=7'b010_0100;
			3:ledsegments=7'b011_0000;
			4:ledsegments=7'b001_1001;
			5:ledsegments=7'b001_0010;
			6:ledsegments=7'b000_0010;
			7:ledsegments=7'b111_1000;
			8:ledsegments=7'b000_0000;
			9:ledsegments=7'b001_0000;
		default:ledsegments=7'b111_1111;
		endcase
endmodule
File: ./run.sh
#!/bin/bash
# OpenROAD 26Q1-2900-gdf79404cd8, Yosys 0.63+post, stock flow scripts
make -C /OpenROAD-flow-scripts/flow DESIGN_CONFIG=/design/flow/config.mk WORK_HOME=/design/flow/orfs finish
==> run_results.csv <==
group,metric,value,unit
status,status,"finished, final reports clean",
final_timing,max_slew_margin,43.96,%
die,fp_util,30.55,%
drt,drtPass1Iterations,4,
final_timing,hold_viol,0,
drt,first_iter_violations,581,
logic_synthesis,async_reset_ff_share,0,%
final_timing,clock_skew,0.03183,ns
hold_path,hold_start,"counter[31]",
logic_synthesis,synthCells,1210,
power,powerDensity,169.3,mW/mm^2
cells_and_area,num-fill-cells,3974,
clocking,numCtsBuffers,30,
drt,postRouteAntennaNets,0,
drt,wl_per_cell,13.34,microns
drt,routed_wl,24730,microns
clocking,clock.latency.late_pin,0.58,ns
final_timing,timing.final.crit_share,72.76,%
clocking,cts_setup_buffers,0,
place,place_hpwl,15970,microns
global_routing,grt_use_met2,17.94,%
critical_path,start_kind,"input port",
global_routing,grt_pass1_vias,8577,
drt,vias_per_cell,4.789,
critical_path,critical_path.max_fanout,13,
logic_synthesis,avgSynthCellArea,10.64,sq um
critical_path,reg2reg_slack,3.35,ns
logic_synthesis,yosysCellCount,1210,
global_routing,busiest_layer,"met1",
job,warning_count,61,
critical_path,crit_type,"input port to register",
final_timing,worst_pin_slew,0.8397,ns
final_timing,whs,0.4682,ns
die,die_area,0.04374,sq mm
critical_path,endpoint_kind,"register",
clocking,h-tree-depth,1,
final_timing,setup_tns,0,ns
clocking,holdBufCountCts,0,
drt,num_antenna_cells,0,
final_timing,fmax,146.2,MHz
place,io_buffers,61,
logic_synthesis,syn-cell-area,0.01287,sq mm
logic_synthesis,edf_count,164,
critical_path,r2r-start,"counter1[0]",
global_routing,antenna_found_initial,0,
clocking,clk_path_buf_depth,3,
logic_synthesis,ys_ff,252,
global_routing,grt_start_max_net_pins,47,
clocking,cts_tree,"done",
global_routing,use_met1,18.12,%
critical_path,endpoint,"hex7[3]",
die,core,0.04213,sq mm
critical_path,crit_required,9.82,ns
logic_synthesis,ys_seq_share,51.95,%
job,maxCapViolCount,0,
logic_synthesis,ys.flop_type,"edfxtp_1",
critical_path,reg2reg_to,"hex7[3]",
logic_synthesis,ys_chip_area,0.01287,sq mm
final_timing,min_period,6.839,ns
clocking,path_clk_slew,0.06,ns
cells_and_area,areaGrowthSynthToFinish,18.66,%
die,rows,75,
die,io_pins,64,
die,die_h,209.1,microns
hold_path,min_path_type,"register to register",
power,power_leakage,5.567,nW
drt,drc,0,
global_routing,grt_pass1_wl,41900,microns
final_timing,setup_violations,0,
final_timing,rsz0062_at_grt,"false",
global_routing,use_met3,2.794,%
logic_synthesis,synth-warning-count,3,
cells_and_area,drive_gt1_share,7.985,%
power,irDropWorstVdd,0.1249,mV
critical_path,arrival,7.26,ns
global_routing,grt-ovfl-total,0,
clocking,cts_root_buf,"clkbuf_16",
global_routing,grt.total_usage,11.94,%
logic_synthesis,ys_types,75,
drt,via_count,8879,
clocking,cts_resized,0,
critical_path,r2r_cells,21,
place,gp_congestion,0.8312,
die,fp.dieW,209.1,microns
final_timing,drv_slew,0,
clocking,cts.sinks,252,
critical_path,startpoint,"key_start_pasue",
power by group:
group	leakage [nW]	switching, W	internal, W
logic	2.74	0.0000264	0.0000269
registers	2.28	0.0000328	0.00121
clock network	0.548	0.000465	0.000827
cells in the mapped netlist (3+ instances only):
library cell  number  area share (%)
edfxtp_1         164              38
nor2_1           157             4.6
xnor2_1          107             7.3
nand2_1          103             3.0
dfxtp_1           88              14
a21oi_1           69             2.7
ha_1              56             5.4
nand3_1           52             2.0
inv_1             51             1.5
nand4_1           38             1.8
xor2_1            37             2.5
nor4_1            23             1.1
mux2i_1           22             1.7
and3_1            21             1.0
o21ai_0           21            0.82
nor3_1            20            0.78
and4_1            18             1.2
clkbuf_1          15            0.44
nor4b_1           12            0.82
and2_1            11            0.53
nor2b_1           10            0.49
mux2_2             8            0.70
a21boi_0           6            0.35
a22oi_1            6            0.35
nand2b_1           6            0.29
o21a_1             6            0.35
or3_1              6            0.29
a31oi_1            5            0.24
nor3b_1            5            0.29
a211oi_1           4            0.23
buf_2              4            0.16
nor3_2             3            0.23
layout make-up:
type	instances	area, sq um	share of cell area, %
inverters	53	198.9	1.303
clock buffers	41	853.3	5.587
flip-flops and latches	252	6686	43.78
multi-input cells	881	5892	38.58
clock inverters	15	267.8	1.753
repair buffers	73	700.7	4.588
well taps	539	674.4	4.416
cells by family (layout without fill, tap and decap cells):
kind of cell               Yosys count  after routing  share of synthesized area [%]
other                                2              2                        0.05835
and+or+nand+nor                    503            503                          20.03
DFF                                252            252                          51.95
adders and majority gates           56             56                          5.444
muxes                               32             32                          2.693
AOI/OAI and AO/OA                  144            144                          7.573
xor gates and xnor gates           144            144                          9.799
buffers and inverters               77            182                          2.459
routing by layer:
metal / up-vias / share of wire [%] / routed length (microns)
met1: 4171 / 50 / 12290
li1: 4499 / - / -
met3: 44 / 5.0 / 1231
met2: 165 / 42 / 10500
met5: - / 0 / 0
met4: 0 / 2.9 / 706
placed cells by master, fill, tap and decap left out, types with 6 or more instances in the layout:
cell type	instances
nor3_1	19
nor4b_1	12
edfxtp_1	164
nor4_1	23
xnor2_1	107
clkdlybuf4s50_1	61
a21oi_1	69
inv_1	51
o21a_1	6
and3_1	21
xor2_1	37
mux2i_1	22
or3_1	6
a21boi_0	6
dfxtp_1	88
ha_1	56
o21ai_0	21
nand2_1	103
clkbuf_16	31
a22oi_1	6
nand4_1	38
nor2_1	153
bufinv_16	7
and4_1	18
buf_4	12
mux2_2	8
and2_1	11
nor2b_1	10
nand3_1	52
nand2b_1	6
clkbuf_1	6
registers in the layout, indices dropped and copies added (netlist names), 7 cells and up:
| signal | flops |
|---|---|
| hex2 | 7 |
| hex0 | 7 |
| counter | 32 |
| hex7 | 7 |
| counter3 | 32 |
| counter1 | 32 |
| hex1 | 7 |
| hex3 | 7 |
| hex4 | 7 |
| hex5 | 7 |
| counter2 | 32 |
| hex6 | 7 |
critical path: stages:
cell	delay, ns
clkdlybuf4s50_1	0.53
or4_1	0.54
a211oi_1	0.36
a2111oi_4	0.11
o31ai_2	0.14
o21ba_1	0.27
o21a_1	0.20
o21ai_0	0.12
and4b_1	0.28
o22ai_4	0.29
mux2i_4	0.50
mux2i_2	0.50
or2_1	0.29
xnor2_1	0.21
a2bb2oi_1	0.42
inv_1	0.12
ha_1	0.22
mux2i_1	0.17
a21oi_1	0.09
worst min-delay path by stage:
stage             end  slack [ns]  cells past startpoint
4_1_cts   counter[31]        0.47                      1
5_1_grt    counter[0]        0.50                      1
6_report  counter[31]        0.47                      1
metrics by stage:
step / total power [W] / setup slack (ns) / instances / util [%] / instance area [sq um]
6_report: 0.002586 / 2.561 / 1854 / 36.25 / 15270
5_1_grt: 0.002676 / 2.199 / 1854 / 36.25 / 15270
4_1_cts: 0.002626 / 2.579 / 1854 / 36.25 / 15270
3_5_place_dp: 0.001317 / 2.028 / 1798 / 33.59 / 14150
3_3_place_gp: 0.001316 / 2.185 / 1798 / 33.59 / 14150
2_1_floorplan: 0.001300 / 3.332 / 1210 / - / 12870
Power and IR drop assume default switching activity.
